<file path="design.v">
module RegE(										 
  input               clk, rst,
  input               FlushE,						 
  input       [31:0]  PCPlus4D,						 
  input       [31:0]  SrcA2D, SrcB2D,				 
  input       [4:0]   RsD, RtD, RdD, ShamtD,		 
  input       [31:0]  ImmD,							 
  input               RegWriteD, RegDstD,			 
  input               MemWriteD, MemToRegD,			 
  input       [3:0]   ALUControlD,					 
  input       [1:0]   ALUSrcD,
  input               StartD,
  input               IsJJalD,						 
  input               IsJrJalrD,					 
  input               IsLbSbD,
  input               IsLhShD,
  input               IsUnsignedD,
  input               HiLoWriteD,					 
  input               HiLoD,
  input               IsShamtD,
  input               IsSyscallD,
  input       [1:0]   MdOpD,
  output  reg [31:0]  PCPlus8E,
  output  reg [31:0]  SrcA2E, SrcB2E,
  output  reg [4:0]   RsE, RtE, RdE, ShamtE,
  output  reg [31:0]  ImmE,
  output  reg         RegWriteE, RegDstE,
  output  reg         MemWriteE, MemToRegE,
  output  reg [3:0]   ALUControlE,
  output  reg [1:0]   ALUSrcE,
  output  reg         StartE,
  output  reg         IsJJalE,
  output  reg         IsJrJalrE,
  output  reg         IsLbSbE,
  output  reg         IsLhShE,
  output  reg         IsUnsignedE,
  output  reg         HiLoWriteE,
  output  reg         HiLoE,
  output  reg         IsShamtE,
  output  reg         IsSyscallE,
  output  reg [1:0]   MdOpE
  );
  initial
  begin
    PCPlus8E    <= 0;
    SrcA2E       <= 0;
    SrcB2E       <= 0;
    RsE         <= 0;
    RtE         <= 0;
    RdE         <= 0;
    ShamtE      <= 0;
    ImmE        <= 0;
    RegWriteE   <= 0;
    RegDstE     <= 0;
    MemWriteE   <= 0;
    MemToRegE   <= 0;
    ALUControlE <= 0;
    ALUSrcE     <= 0;
    StartE      <= 0;
    IsJJalE     <= 0;
    IsJrJalrE   <= 0;
    IsLbSbE     <= 0;
    IsLhShE     <= 0;
    IsUnsignedE <= 0;
    HiLoWriteE  <= 0;
    HiLoE       <= 0;
    IsShamtE    <= 0;
    IsSyscallE  <= 0;
    MdOpE       <= 0;
  end
  always @(posedge clk)
  begin
    if (FlushE || rst)
    begin
      PCPlus8E    <= 0;
      SrcA2E       <= 0;
      SrcB2E       <= 0;
      RsE         <= 0;
      RtE         <= 0;
      RdE         <= 0;
      ShamtE      <= 0;
      ImmE        <= 0;
      RegWriteE   <= 0;
      RegDstE     <= 0;
      MemWriteE   <= 0;
      MemToRegE   <= 0;
      ALUControlE <= 0;
      ALUSrcE     <= 0;
      StartE      <= 0;
      IsJJalE     <= 0;
      IsJrJalrE   <= 0;
      IsLbSbE     <= 0;
      IsLhShE     <= 0;
      IsUnsignedE <= 0;
      HiLoWriteE  <= 0;
      HiLoE       <= 0;
      IsShamtE    <= 0;
      IsSyscallE  <= 0;
      MdOpE       <= 0;
    end
    else
    begin
      PCPlus8E    <= PCPlus4D + 4;
      SrcA2E       <= SrcA2D;
      SrcB2E       <= SrcB2D;
      RsE         <= RsD;
      RtE         <= RtD;
      RdE         <= RdD;
      ShamtE      <= ShamtD;
      ImmE        <= ImmD;
      RegWriteE   <= RegWriteD;
      RegDstE     <= RegDstD;
      MemWriteE   <= MemWriteD;
      MemToRegE   <= MemToRegD;
      ALUControlE <= ALUControlD;
      ALUSrcE     <= ALUSrcD;
      StartE      <= StartD;
      IsJJalE     <= IsJJalD;
      IsJrJalrE   <= IsJrJalrD;
      IsLbSbE     <= IsLbSbD;
      IsLhShE     <= IsLhShD;
      IsUnsignedE <= IsUnsignedD;
      HiLoWriteE  <= HiLoWriteD;
      HiLoE       <= HiLoD;
      IsShamtE    <= IsShamtD;
      IsSyscallE  <= IsSyscallD;
      MdOpE       <= MdOpD;
    end
  end
endmodule
</file>
<file path="config.mk">
export PLATFORM = sky130hd
export DESIGN_NAME = RegE
export DESIGN_NICKNAME = RegE
export VERILOG_FILES = /design/flow/design.v
export SDC_FILE = /design/flow/constraint.sdc
export NUM_CORES = 4
export LEC_CHECK = 1
export CORE_AREA = 10 10 179 179
export DIE_AREA = 0 0 189 189
</file>
<file path="run.sh">
#!/bin/bash
# OpenROAD 26Q1-2900-gdf79404cd8, Yosys 0.63+post, stock flow scripts
make -C /OpenROAD-flow-scripts/flow DESIGN_CONFIG=/design/flow/config.mk WORK_HOME=/design/flow/orfs finish
</file>
<file path="constraint.sdc">
current_design RegE

set clk_period 10.4
set clk_io_pct 0.2

create_clock -name clk0 -period $clk_period [get_ports {clk}]

set non_clock_inputs [all_inputs -no_clocks]
set_input_delay [expr $clk_period * $clk_io_pct] -clock clk0 $non_clock_inputs
set_output_delay [expr $clk_period * $clk_io_pct] -clock clk0 [all_outputs]
</file>
==> out/results.ini <==
[floorplanning]
height_of_the_chip_um=189
die_width_um=189
core-area_um2=28000
die_area_um2=35700
std_cell_rows=61
pin_count=343
initial_utilization_pct=18.2

[worst_setup_path]
worst-path-max-fanout=14
cp_slowest_cell=sky130_fd_sc_hd__or4_4
crit_type=in -> reg
timing.critical_path.max_delay_family=simple AND/OR/NAND/NOR gates
critical_path_buf_inv_count=1
end_kind=register
nature_of_the_critical_path_startpoint=input port
worst_ep_required_time_ns=10.76
max_stage_delay_ns=0.62
timing.critical_path.arrival_ns=4.18
crit_chain=clkdlybuf4s50_1 > nand4_2 > or4_4 > or4_1 > a21oi_1

[final_timing]
slew-limit-headroom_pct=54.0
slew_viol_final=0
number_of_endpoints_with_negative_hold_slack_in_the_final_report=0
timing.final.setup_violations=0
period_minus_slack_ns=3.83
clock.fmax_mhz=261
timing.setup.tns_ns=0
min_period_over_period_pct=36.8
rsz0062_at_grt=no
worst_hold_slack_ns=2.20
slew_at_the_pin_closest_to_its_max_slew_limit_ns=0.689

[global_routing]
grt_util_all_layers_pct=10.5
largest_net_degree_at_the_start_of_global_routing=82
grt_antenna_before_repair=3
grt_remaining_overflow=0
grt_pass1_wl_um=28200
grt_pass1_vias=4424

[power]
cellLeakagePower_nw=3.57
vdd_ir_drop_max_mv=0.0977
power.density_nw_per_um2=157

[finish]
layout_top_cell_excl_fill_tap=sky130_fd_sc_hd__clkdlybuf4s50_1
synthToLayoutAreaGrowth_pct=87.1
fin_util_pct=34.1
final_layout_top_logic_cells=sky130_fd_sc_hd__clkdlybuf4s50_1 (342), sky130_fd_sc_hd__dfxtp_1 (170), sky130_fd_sc_hd__and2_1 (141)
stdcell_area_um2=9560
final.fill_count=2814
final_layout_size_suffix_gt1_share_pct=4.83

[detailed_routing]
postRouteWirelength_um=19400
drc=0
post_drt_antenna_nets=0
detail_route.wl_per_cell_um=16.3
routed-via-count=4446
dr.pass1.iters=4
avgViaCountPerCell=3.74
detail_route.iter0.violations=170

[placed_design]
port-buffer-count=342
dpl_cell_area_um2=8940
place.gp.congestion=0.804
detailedPlacementHpwl_um=15500

[cts]
post_cts_resize_count=0
cts_hold_buffers=0
cts_tree=yes
cts-buffers-inserted=17
numClockSinks=170
maximum_root_to_sink_buffer_count=2
htree_num_levels=4
cts_setup_buffers=0
cts.root.buffer_cell=sky130_fd_sc_hd__clkbuf_16
clk_pin_slew_ns=0.07

[synth]
top_area_share_pct=66.6
sequential_fraction_of_the_synthesis_area_pct=66.6
syn-cell-area_um2=5110
netlist_instances=452
syn_area_per_cell_um2=11.3
synth_top_cell_by_area=sky130_fd_sc_hd__dfxtp_1
synth.yosys.chip_area_um2=5110
ys_cells=452
yosys_warnings=1
synth.top_cells.by_area=sky130_fd_sc_hd__dfxtp_1 (67%), sky130_fd_sc_hd__and2_1 (17%), sky130_fd_sc_hd__or4_1 (2.1%), sky130_fd_sc_hd__o31ai_1 (1.9%), sky130_fd_sc_hd__a21oi_1 (1.7%)
yosys_register_bits=170
yosysUniqueCellTypes=23

[min_path]
worst_hold_path_type=in -> reg

[run_status]
run_status=completed

[run]
cap_violations=0
openroad.warnings=25

-- metrics by stage --
step	power, W	instances	setup slack [ns]
5_1_grt	0.00157	1185	6.50
3_5_place_dp	0.000856	1153	6.18
2_1_floorplan	0.000720	452	6.87
4_1_cts	0.00153	1185	6.64
3_3_place_gp	0.000855	1153	6.21
6_report	0.00150	1188	6.57
-- final timing paths --
check	startpoint	endpoint	cells past startpoint
setup / recovery	PCPlus4D[6]	PCPlus8E[31]$_SDFF_PP0_	5
hold / removal	RsD[0]	RsE[0]$_SDFF_PP0_	2
-- report_power, final --
part           switching, W  internal (W)
Sequential       0.00000714      0.000677
Clock              0.000293      0.000372
Combinational     0.0000404      0.000113
Total              0.000341       0.00116
-- routing by layer --
metal	up-vias	track usage (%)	wire length [um]	part of all wire (%)
li1	2177	-	-	-
met1	2006	12.2	7510	39
met2	244	16.8	8910	46
met3	17	6.59	2690	14
met4	2	1.13	231	1.2
met5	-	0	13	0.067
-- area by class of cell --
| cell class | count | area [um^2] | share of cell area, % |
|---|---|---|---|
| Clock buffer | 18 | 439 | 4.59 |
| Sequential cell | 170 | 3400 | 35.6 |
| Clock inverter | 14 | 174 | 1.82 |
| Antenna cell | 3 | 7.51 | 0.0785 |
| Timing Repair Buffer | 344 | 3440 | 35.9 |
| Multi-Input combinational cell | 258 | 1620 | 16.9 |
| Tap cell | 378 | 473 | 4.95 |
| Inverter | 3 | 11.3 | 0.118 |
-- cells in the mapped netlist --
cell / number
sky130_fd_sc_hd__or3_1: 6
sky130_fd_sc_hd__ha_1: 1
sky130_fd_sc_hd__nand2_1: 8
sky130_fd_sc_hd__or4_4: 1
sky130_fd_sc_hd__nor3_1: 2
sky130_fd_sc_hd__o21ai_0: 4
sky130_fd_sc_hd__dfxtp_1: 170
sky130_fd_sc_hd__and3_1: 2
sky130_fd_sc_hd__buf_6: 1
sky130_fd_sc_hd__nand3_1: 11
sky130_fd_sc_hd__nor2_1: 13
sky130_fd_sc_hd__or2_2: 2
sky130_fd_sc_hd__o31ai_1: 13
sky130_fd_sc_hd__inv_1: 3
sky130_fd_sc_hd__xor2_1: 5
sky130_fd_sc_hd__and4_1: 5
sky130_fd_sc_hd__clkbuf_1: 20
sky130_fd_sc_hd__or4_1: 14
sky130_fd_sc_hd__nand4_2: 1
sky130_fd_sc_hd__xnor2_1: 6
sky130_fd_sc_hd__a21oi_1: 17
sky130_fd_sc_hd__nand4_1: 6
sky130_fd_sc_hd__and2_1: 141
-- logic make-up (layout without fill, tap and decap cells) --
group | after synthesis | count (layout) | synth area share, %
compound gates | 34 | 34 | 3.97
simple gates | 212 | 212 | 25.4
fa+ha+maj | 1 | 1 | 0.245
other cells | 0 | 3 | 0
buf+inv | 24 | 379 | 1.91
xor+xnor | 11 | 11 | 1.88
flops | 170 | 170 | 66.6
-- sequential cells by signal, summed over array words and instances (netlist names), 2 cells and up --
name and cells:
MdOpE 2, ALUControlE 4, SrcA2E 32, RsE 5
PCPlus8E 32, ShamtE 5, ImmE 32, ALUSrcE 2
RtE 5, RdE 5, SrcB2E 32
Power figures rest on the tool's default switching activity, not on a simulated workload.
