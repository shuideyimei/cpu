**design.v**
```verilog
module ALU(						 
  input   [31:0]  A, B,			 
  input   [3:0]   ALUControlE,	 
  output  [31:0]  ALUOutE		 
  );
  parameter 
		ADDU = 4'b0000,			 
		ADD  = 4'b0001,			 
		SUBU = 4'b0010,			 
		SUB  = 4'b0011,			 
		SLTU = 4'b0100,			 
		SLT  = 4'b0101,			 
		SLL  = 4'b0110,			 
		SLLV = 4'b0111,			 
		SRL  = 4'b1000,			 
		SRLV = 4'b1001,			 
		SRA  = 4'b1010,			 
		SRAV = 4'b1011,			 
		AND  = 4'b1100,			 
		OR   = 4'b1101,			 
		XOR  = 4'b1110,			 
		NOR  = 4'b1111;			 
  reg [31:0] Temp;
  always @(*)
    Temp <= $signed(B) >>> $signed(A[4:0]);			 
  assign ALUOutE = (ALUControlE == ADDU)  ? (A + B) :
                   (ALUControlE == ADD)   ? (A + B) :
                   (ALUControlE == SUBU)  ? (A - B) :
                   (ALUControlE == SUB)   ? (A - B) :
                   (ALUControlE == SLTU)  ? ((A < B) ? 1 : 0) :
                   (ALUControlE == SLT)   ? (($signed(A) < $signed(B)) ? 1 : 0) :
                   (ALUControlE == SLL)   ? (B << A[4:0]) :
                   (ALUControlE == SLLV)  ? (B << A[4:0]) :
                   (ALUControlE == SRL)   ? (B >> A[4:0]) :
                   (ALUControlE == SRLV)  ? (B >> A[4:0]) :
                   (ALUControlE == SRA)   ? (Temp) :
                   (ALUControlE == SRAV)  ? (Temp) :
                   (ALUControlE == AND)   ? (A & B) :
                   (ALUControlE == OR)    ? (A | B) :
                   (ALUControlE == XOR)   ? (A ^ B) :
                   (ALUControlE == NOR)   ? ~(A | B) :
                                            32'b0;
endmodule
```
**run.sh**
```bash
#!/bin/bash
# OpenROAD 26Q1-2900-gdf79404cd8, Yosys 0.63+post, stock flow scripts
make -C /OpenROAD-flow-scripts/flow DESIGN_CONFIG=/design/flow/config.mk WORK_HOME=/design/flow/orfs finish
```
**config.mk**
```make
export PLATFORM = sky130hd
export DESIGN_NAME = ALU
export DESIGN_NICKNAME = ALU
export VERILOG_FILES = /design/flow/design.v
export SDC_FILE = /design/flow/constraint.sdc
export NUM_CORES = 4
export LEC_CHECK = 1
export CORE_UTILIZATION = 50
```
**constraint.sdc**
```tcl
current_design ALU

set clk_period 17.8
set clk_io_pct 0.2

create_clock -name clk0 -period $clk_period

set non_clock_inputs [all_inputs -no_clocks]
set_input_delay [expr $clk_period * $clk_io_pct] -clock clk0 $non_clock_inputs
set_output_delay [expr $clk_period * $clk_io_pct] -clock clk0 [all_outputs]
```
==> ci_impl_report.md <==
## Synthesis and layout report

| Metric | Value |
|---|---|
| Status | `finished, final reports clean` |
| FF+latch area | `0 µm²` |
| # Cells Yosys | `1382` |
| Setup Crit Path Kind | `primary input to output port` |
| Sequential Power Share | `0%` |
| Largest net degree at the start of global routing | `58` |
| Top cell excl fill/tap | `nor2_1` |
| Pint | `0.147 mW` |
| Seq_cells | `0` |
| Sw Ratio | `60.5%` |
| Cell count after synthesis | `1382` |
| NetSw | `0.224 mW` |
| Unique cell types | `88` |
| HP Start | `ALUControlE[1]` |
| Area growth from synthesis to layout | `10.5%` |
| YS chip area | `9310 µm²` |
| Rows | `49` |
| Comb power frac | `100.0%` |
| RSZ-0062 raised after global routing | `no` |
| Crit-path max FO | `57` |
| I/O Pins | `100` |
| Initial antenna violation count | `1` |
| Die Ht | `138 µm` |
| Post-CTS sizing | `0` |
| OpenROAD warnings | `97` |
| Number of clock buffers in the layout | `0` |
| Drt pass-1 iters | `23` |
| ANT cells | `0` |
| IO buf count | `100` |
| Total Power | `0.371 mW` |
| Min cycle time layout | `12.52 ns` |
| Yosys warning count | `1` |
| Maximum vdd drop | `0.0168 mV` |
| Hold WS | `8.26 ns` |
| Placer's final routability congestion estimate | `1.11` |
| Remaining antenna violation count after routing | `0` |
| Setup Fix Bufs, Post-CTS | `0` |
| Netlist Area Pre-Place | `9310 µm²` |
| Power per cell area | `36.1 nW/µm²` |
| Floorplan core density | `51.5%` |
| Avg WL per Cell | `27.1 µm` |
| Clock share of power | `0%` |
| Routed WL | `43900 µm` |
| Share of layout cells above drive strength 1 | `8.41%` |
| Synth Area per Inst | `6.74 µm²` |
| DP Worst Slack | `5.49 ns` |
| Setup TNS | `0 ns` |
| Pleak | `4.22 nW` |
| Post-DP HPWL | `33700 µm` |
| Vias after detailed routing | `11300` |
| Relative slew slack | `46.0%` |
| Final setup vio count | `0` |
| First-pass GRT wire length | `65500 µm` |
| Setup crit start kind | `primary input` |
| Residual DRC | `0` |
| Top Layout Cells | `nor2_1, a21oi_1, nand2_1` |
| Sequential share of the synthesized area | `0%` |
| Vias/cell | `7.00` |
| Worst path required time | `14.24 ns` |
| Detailed Route Iter0 Violations | `1378` |
| Worst Hold Class | `primary input to output port` |
| Max cap viols | `0` |
| Critical Path AT | `8.96 ns` |
| Core footprint | `18100 µm²` |
| Hold buffer count at cts | `0` |
| Vias in the first global route | `10400` |
| Final slew viol count | `0` |
| Final WS setup | `5.28 ns` |
| Hold Crit Depth | `4` |
| Max frequency | `0.0799 GHz` |
| Worst setup EP type | `output port` |
| Hold Crit Endpoint | `ALUOutE[26]` |
| Actual slew at the worst max-slew pin | `0.805 ns` |
| Fin. Hold Viols | `0` |
| Die W | `138 µm` |
| Die ar. | `19200 µm²` |
| Global-route usage over all layers | `46.1%` |
| Cycle use final | `70.3%` |
| Overflow after GRT | `0` |
==> synthesized netlist by cell type (18+ instances only) <==
| cell type | number | area share [%] |
|---|---|---|
| clkbuf_1 | 67 | 2.7 |
| buf_1 | 20 | 0.81 |
| a211oi_1 | 26 | 2.1 |
| nor3_1 | 23 | 1.2 |
| mux2i_1 | 56 | 6.0 |
| a31oi_1 | 18 | 1.2 |
| nor2_1 | 152 | 6.1 |
| a22oi_1 | 27 | 2.2 |
| nand3_1 | 19 | 1.0 |
| buf_2 | 22 | 1.2 |
| a21oi_1 | 149 | 8.0 |
| nand2_1 | 127 | 5.1 |
| xnor2_1 | 51 | 4.8 |
| mux4_2 | 43 | 10 |
| ha_1 | 96 | 13 |
| inv_1 | 97 | 3.9 |
| o21ai_0 | 117 | 6.3 |
==> kinds of logic after synthesis <==
group	count (synthesis)	synth area share [%]
AOI/OAI and AO/OA	499	34.9
buffers and inverters	216	9.26
muxes	112	18.0
adders and majority gates	98	13.3
xor gates and xnor gates	58	5.45
and+or+nand+nor	399	19.1
==> power by group through the flow <==
| stage | Combinational (mW) | Sequential, mW | Clock (mW) |
|---|---|---|---|
| CTS | 0.358 | 0 | 0 |
| finish | 0.371 | 0 | 0 |
| global route | 0.393 | 0 | 0 |
==> per-layer routing <==
layer	vias up	wire length, µm	track usage, %
li1	5079	-	-
met5	-	18	0
met4	2	3070	25.7
met3	175	5170	11.3
met2	868	18500	68.0
met1	5216	17100	62.3
==> layout make-up <==
cell class | instances | area (µm²)
fillers | 1745 | 7800
inverters | 100 | 375
multi-input cells | 1166 | 8460
well taps | 229 | 287
repair buffers | 126 | 1170
==> worst max path at each step <==
stage,start,end,slack [ns]
after CTS,A[4],ALUOutE[29],5.47
final,A[4],ALUOutE[29],5.28
after global routing,A[4],ALUOutE[29],5.06
==> worst max-delay path, cell delays in order <==
cell             delay [ns]
buf_2                  0.08
buf_4                  0.50
clkinv_1               0.85
ha_1                   0.81
and2b_1                0.24
a2111oi_2              0.54
a311oi_2               0.28
a2111oi_4              0.56
nor2_2                 0.08
a21oi_2                0.31
o21bai_1               0.12
a311o_1                0.37
a22oi_2                0.14
clkdlybuf4s50_1        0.48
==> per-stage QoR <==
step	cell area, µm²	util (%)	cells
final	10300	56.9	1621
after CTS	10300	56.9	1621
after floorplan	9310	-	1382
after global routing	10300	56.9	1621
after global placement	10300	56.9	1621
after detailed placement	10300	56.9	1621
Power figures rest on the tool's default switching activity, not on a simulated workload.
