### design.v
module DMExt(								 
  input   [31:0]  ReadDataW,				 
  input   [3:0]   BEOutW,					 
  input           IsUnsignedW,				 
  output  [31:0]  DMExtOutW					 
  );
  assign DMExtOutW = (IsUnsignedW) ?
                     (
                       (BEOutW == 4'b0001) ? {24'b0, ReadDataW[7:0]}   :
                       (BEOutW == 4'b0010) ? {24'b0, ReadDataW[15:8]}  :
                       (BEOutW == 4'b0100) ? {24'b0, ReadDataW[23:16]} :
                       (BEOutW == 4'b1000) ? {24'b0, ReadDataW[31:24]} :
                       (BEOutW == 4'b0011) ? {16'b0, ReadDataW[15:0]}  :
                       (BEOutW == 4'b1100) ? {16'b0, ReadDataW[31:16]} :
                       (BEOutW == 4'b1111) ? ReadDataW                 : 32'b0
                     ) :
                     (
                       (BEOutW == 4'b0001) ? {{24{ReadDataW[7]}}, ReadDataW[7:0]}    :		 
                       (BEOutW == 4'b0010) ? {{24{ReadDataW[15]}}, ReadDataW[15:8]}  :
                       (BEOutW == 4'b0100) ? {{24{ReadDataW[23]}}, ReadDataW[23:16]} :
                       (BEOutW == 4'b1000) ? {{24{ReadDataW[31]}}, ReadDataW[31:24]} :
                       (BEOutW == 4'b0011) ? {{24{ReadDataW[15]}}, ReadDataW[15:0]}  :
                       (BEOutW == 4'b1100) ? {{24{ReadDataW[31]}}, ReadDataW[31:16]} :
                       (BEOutW == 4'b1111) ? ReadDataW                               : 32'b0
                     );
endmodule
### run.sh
#!/bin/bash
# OpenROAD 26Q1-2900-gdf79404cd8, Yosys 0.63+post, stock flow scripts
make -C /OpenROAD-flow-scripts/flow DESIGN_CONFIG=/design/flow/config.mk WORK_HOME=/design/flow/orfs finish
### config.mk
export PLATFORM = sky130hd
export DESIGN_NAME = DMExt
export DESIGN_NICKNAME = DMExt
export VERILOG_FILES = /design/flow/design.v
export SDC_FILE = /design/flow/constraint.sdc
export NUM_CORES = 4
export LEC_CHECK = 1
export CORE_AREA = 10 10 71 71
export DIE_AREA = 0 0 81 81
### constraint.sdc
current_design DMExt

set clk_period 4.0
set clk_io_pct 0.2

create_clock -name clk0 -period $clk_period

set non_clock_inputs [all_inputs -no_clocks]
set_input_delay [expr $clk_period * $clk_io_pct] -clock clk0 $non_clock_inputs
set_output_delay [expr $clk_period * $clk_io_pct] -clock clk0 [all_outputs]
==> results.toml <==
# yosys + openroad results
[layout]
area_growth_pct = 90.5
drive_gt1_frac = 0.0884
ff_count = 0
n_clock_buffer = 0
ff_latch_area_um2 = 0

[final_timing]
slew_headroom = 0.757
max_freq_mhz = 263
rsz0062_at_grt = "no"
period_used_share = 0.951
setup_violations = 0
hold_viol_final = 0
tns_ns = 0
tightest_slew_ns = 0.364
timing.final.crit_period_ns = 3.80
drv_slew = 0
fin_ws_ns = 0.196

[logic_synthesis]
yosysCellCount = 146
seq_area_frac_synth = 0
yosysMostFrequentCell = "nand2_1"
synth_warnings = 0
synth_area_um2 = 860
yosysChipArea_um2 = 860
top_area_frac = 0.192
top_cells_by_count = "nand2_1, a21oi_1, a221o_1, a22oi_1, nand2b_1"
synthDistinctLibCells = 28
yosysTopAreaCell = "nand2_1"
topCellsByArea = "nand2_1, a21oi_1, a221o_1, o2111ai_1, o22a_1"
syn_inst = 146
syn_avg_cell_area_um2 = 5.89

[outcome]
status = "complete, no violations"

[placement]
pre_cts_slack_ns = 0.134
io_buffers = 69
hpwl_um = 3480
globalplace.congestion = 0.893

[global_routing]
grt_pass1_vias = 1385
grt_use_total = 0.121
antenna_found_initial = 0
grt_first_pass_wirelength_um = 6630
grt_max_degree = 24
grt_overflow = 0

[die]
io_pins = 69
die_height_um = 81
die-area_mm2 = 0.00656
num_rows = 22
initCoreUtil = 0.237
die_width_um = 81
core_mm2 = 0.00363

[routing]
vias = 1399
diodes = 0
routed_wl_um = 4130
drc = 0
wl_per_cell_um = 15.7
firstDrtPassIters = 4
viasPerCell = 5.32
drt_iter0_markers = 85
ant_nets = 0

[power_and_ir_drop]
pwr-share-clk = 0
p_int_uw = 110
switchingPower_uw = 67.9
switching_share = 0.381
vdd_drop_max_uv = 41.2
power_frac_comb = 1.000
power_frac_seq = 0
power_density_mw_per_mm2 = 109
total_leakage_power_uw = 0.000642

[worst_setup_path]
crit_required_ns = 3.20
critical_path_peak_fanout = 16
crit_buf_inv = 2
critPathTopFamily = "buffers and inverters"
cp_cell_sequence = "clkdlybuf4s50_1 > or3b_1 > a21oi_2 > a21oi_1 > a211o_4 > nand2_1 > clkdlybuf4s50_1"
arrival_ns = 3.00
cp-start-kind = "input pin"
timing.critical_path.slowest_cell_delay_ns = 0.54
crit_start = "BEOutW[3]"
end_kind = "output port"
critPathSlowestCell = "clkdlybuf4s50_1"
critPathKind = "input pin to output port"
cp_common_cell = "clkdlybuf4s50_1"

[cts]
cts_setup_buffers = 0

[job]
warnings = 32
drv_cap = 0

[min_path]
hp-start = "ReadDataW[18]"
hold_path.class = "input pin to output port"
==> logic make-up (layout without fill, tap and decap cells) <==
| kind of cell | count (synthesis) | count (layout) | synth area share |
|---|---|---|---|
| AOI/OAI and AO/OA | 64 | 64 | 0.540 |
| buffers and inverters | 13 | 82 | 0.0815 |
| and+or+nand+nor | 69 | 69 | 0.378 |
==> power by group through the flow <==
stage	sequential (µW)	clock (µW)	combinational [µW]
5_1_grt	0	0	197
6_report	0	0	178
4_1_cts	0	0	179
==> metal layers <==
metal | part of all wire | GRT usage | vias to the layer above
li1 | - | - | 706
met1 | 0.44 | 0.165 | 621
met2 | 0.47 | 0.203 | 72
met3 | 0.093 | 0.0256 | 0
met4 | 0 | 0.00173 | 0
met5 | 0 | 0 | -
==> per-stage QoR <==
stage                     instance area [µm²]  power [µW]  utilization  instances  hold slack (ns)
after floorplan                           860        65.6            -        146             1.66
after global placement                   1630         178        0.450        263             2.55
after detailed placement                 1630         178        0.450        263             2.54
after CTS                                1630         179        0.450        263             2.55
after global routing                     1640         197        0.451        263             2.59
final                                    1640         178        0.451        263             2.54
==> worst paths after layout <==
path                         to  slack, ns  depth (start not counted)
hold / removal    DMExtOutW[18]       2.54                          4
setup / recovery  DMExtOutW[27]       0.20                          7
==> tightest hold or removal path, stage by stage <==
cell             delay [ns]
clkdlybuf4s50_1        0.43
nand2_1                0.07
nand2_1                0.05
clkdlybuf4s50_1        0.40
==> layout by cell type (no fill, tap or decap), drive strengths merged <==
cell / n
a211o: 1
a21oi: 17
a221o: 8
a22oi: 8
a32oi: 1
buf: 12
clkdlybuf4s50: 69
inv: 1
nand2: 44
nand2b: 8
nand3: 1
nand4: 2
nand4b: 2
nor2: 3
nor2b: 2
nor3: 1
nor3b: 1
nor4: 1
o2111ai: 7
o21a: 1
o21ai: 7
o22a: 7
o22ai: 7
or2: 3
or3b: 1
==> final cells by class <==
class / count / area (µm²)
Inverter: 1 / 3.75
Multi-Input combinational cell: 133 / 793
Fill cell: 366 / 2000
Tap cell: 48 / 60.1
Timing Repair Buffer: 81 / 781
==> repair_timing <==
action                                  in CTS  in global routing
hold buffers                                 0                  0
endpoints found under the setup margin       0                  8
resized                                      0                  1
Power and IR drop assume default switching activity.
